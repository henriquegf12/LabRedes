### /design/flow/design.v
module BaudRateGenerator(
    input Clk, Reset,
	 input [31:0] BaudRate,
    output Tick
);
	reg [31:0] Counter;  
	wire [31:0] Rate;  
	BaudRateDivisor BRD(.HzClock(32'd50000000), .BaudRate(BaudRate), .Rate(Rate));
	always @(posedge Clk or negedge Reset)
	begin
		if (!Reset)
		begin
			Counter <= 32'd1;
		end
		else if (Tick)
		begin
			Counter <= 32'd1;
		end
		else Counter <= Counter + 32'd1;
	end
	assign Tick = (Counter == Rate);
endmodule
module BaudRateDivisor(
	input [31:0] HzClock, BaudRate,
	output wire [31:0] Rate
);
	assign Rate = HzClock / (16 * BaudRate);
endmodule
module RX(clock, tick, opcode, bitRx, dadoASerEscritoNoBanco, rxFim);
input clock, tick, bitRx;  
input [5:0] opcode;
output reg rxFim;									 
output reg [7:0] dadoASerEscritoNoBanco;	 
reg [7:0] dadoLido;	 
wire [3:0] NBits;
assign NBits = 4'b1000;	 
reg startBit;
reg [3:0] contadorTicks = 4'b0000;		 
reg[4:0] bitAtual = 5'b00000;				 
always @ (posedge tick)
	begin
			if(opcode == 32'd40) 		 
			begin
				rxFim = 1'b0; 	 
				contadorTicks = contadorTicks + 4'd1;
				if((contadorTicks == 4'b1000) & (startBit == 0))	 
				begin
					startBit = 0;	 
					contadorTicks = 0;	 
				end
				if((contadorTicks == 4'b1111) & (startBit = 1) & (bitAtual < NBits))
				begin
					bitAtual = bitAtual+5'd1;
					dadoLido <= {bitRx, dadoLido[7:1]};  
					contadorTicks = 4'b0000;
				end
				if((contadorTicks == 4'b1111) & (bitAtual == NBits) & (bitRx == 1))  
				begin
					bitAtual = 4'b0000;
					rxFim = 1'b1; 
					contadorTicks = 4'b0000;
					startBit = 1'b1;
				end
			end	
	end
	always @ (posedge clock)
	begin
		if (NBits == 4'b1000)
		begin
			dadoASerEscritoNoBanco <= dadoLido;	
		end
	end
endmodule
module UART(input Clk, bitRx,
				input [5:0] Opcode,
				input [7:0] Data_send,	
				output wire rxFim, tick,
				output wire [7:0] Data_Write  
);
	parameter BaudRate = 32'd115200;
	wire Rst_n;
	RX Receiver(.clock(Clk), .tick(tick), .opcode(Opcode), .bitRx(bitRx), .dadoASerEscritoNoBanco(Data_Write), .rxFim(rxFim));
	BaudRateGenerator BDG(.Clk(Clk), .Reset(1), .BaudRate(BaudRate), .Tick(tick));
endmodule
### /design/flow/run.sh
#!/bin/bash
# OpenROAD 26Q1-2900-gdf79404cd8, Yosys 0.63+post, stock flow scripts
make -C /OpenROAD-flow-scripts/flow DESIGN_CONFIG=/design/flow/config.mk WORK_HOME=/design/flow/orfs finish
### /design/flow/config.mk
export PLATFORM = sky130hd
export DESIGN_NAME = UART
export DESIGN_NICKNAME = UART
export VERILOG_FILES = /design/flow/design.v
export SDC_FILE = /design/flow/constraint.sdc
export NUM_CORES = 4
export LEC_CHECK = 1
export CORE_UTILIZATION = 40
### /design/flow/constraint.sdc
current_design UART

set clk_period 5.7
set clk_io_pct 0.2

create_clock -name clk0 -period $clk_period [get_ports {Clk}]

set non_clock_inputs [all_inputs -no_clocks]
set_input_delay [expr $clk_period * $clk_io_pct] -clock clk0 $non_clock_inputs
set_output_delay [expr $clk_period * $clk_io_pct] -clock clk0 [all_outputs]
==> run_results.csv <==
group,metric,value,unit
critical_path,capturing_point_of_the_worst_reg2reg_path,"BDG.Counter[0]",
placed_design,finalWeightedCongestion,0.824,
final_timing,unclocked_regs,18,
synth,edf_count,18,
final_timing,post-route-min-period,3.73,ns
placed_design,numPortBuffers,17,
grt,antenna_found_initial,0,
critical_path,critPathKind,"reg2out",
cells_and_area,final-seq-area,0.00134,mm^2
critical_path,crit_path_end_kind,"output pin",
cells_and_area,post_layout_nonfiller_instances,303,
synth,mappedNetlistArea,0.00235,mm^2
final_timing,fmax,0.268,GHz
placed_design,dp_cells,296,
routing,postRouteWirelength,3610,um
synth,seq_area_frac_synth,0.571,
critical_path,worstRegToRegCells,5,
synth,synth-seq-cells,58,
synth,yosys-top-cells-area,"sky130_fd_sc_hd__dfxtp_1 (34%), sky130_fd_sc_hd__edfxtp_1 (23%), sky130_fd_sc_hd__xnor2_1 (10%)",
power,leakage,0.891,nW
critical_path,critical_path_required,4.56,ns
routing,ant_nets,0,
floorplan,die_ar,0.00619,mm^2
floorplan,ioPinCount,26,
grt,first_global_vias,1455,
synth,netlist.top_cell.by_area,"sky130_fd_sc_hd__dfxtp_1",
clock_network,clock.latency.late_pin,0.29,ns
grt,overall_routing_resource_usage,0.136,
critical_path,critPathMaxStageDelay,0.52,ns
grt,grt_first_pass_wirelength,6560,um
synth,post_synth_num_cell_types,36,
floorplan,placeableCoreArea,0.00557,mm^2
synth,yosys_warnings,3,
floorplan,floorplan.core_util,0.422,
final_timing,hold_viol_final,0,
clock_network,postCtsSetupRepairBufs,0,
critical_path,crit_slowest_cell,"sky130_fd_sc_hd__or4_1",
floorplan,die_h,78.6,um
routing,routedWlPerCell,11.9,um
critical_path,critPathCapture,"tick",
final_timing,setup_tns,0,ns
synth,synth.top_cell.area_share,0.341,
routing,detail_route.iter0.violations,60,
cells_and_area,final-comb-area,978,um^2
power,power.density_cell_area,170,mW/mm^2
critical_path,critical_path.startpoint,"BDG.Counter[14]",
critical_path,cp_max_fo,24,
power,maximum_vdd_drop,129,uV
clock_network,clock_tree_from_tritoncts,"done",
grt,grt_max_degree,25,
routing,remaining_drc_errors,0,
routing,routed-via-count,1520,
critical_path,critPathLaunchType,"register",
synth,ys_top_cells_by_count,"sky130_fd_sc_hd__dfxtp_1 (40), sky130_fd_sc_hd__xnor2_1 (28), sky130_fd_sc_hd__edfxtp_1 (18), sky130_fd_sc_hd__nand4_1 (16)",
critical_path,crit_arrival,2.59,ns
synth,yosysCellCount,206,
synth,synthMostInstantiatedCell,"sky130_fd_sc_hd__dfxtp_1",
final_timing,relSlewSlack,0.652,
clock_network,post_cts.resized_instances,0,
final_timing,timing.final.max_slew_violations,0,
placed_design,dp.final_hpwl,2540,um
critical_path,reg2reg_slack,3.70,ns
routing,antenna-diode-count,0,
final_timing,grt_setup_unrepaired,"false",
synth,synthesis.area_per_instance,11.4,um^2
final_timing,period_used_share,0.655,
clock_network,clk_transition_reported_paths,0.08,ns
cells_and_area,area.growth.synth_to_final,15.5,%
floorplan,row_count,27,
synth,postSynth.topFlopCell,"sky130_fd_sc_hd__dfxtp_1",
run_status,outcome,"finished clean",
hold_path,holdCritPathClass,"reg2reg",
critical_path,timing.critical_path.cells,"or4_1, or4_4, nor3_4, buf_4, clkdlybuf4s50_1",
routing,firstDrtPassIters,4,
cells_and_area,fillCellCount,498,
clock_network,clockBufferDepth,2,
synth,yosys_area,0.00235,mm^2
clock_network,postCtsHoldBufs,0,
final_timing,worst_clock_skew,0.0118,ns
cells_and_area,drive_gt1_frac,0.0866,
synth,ys_async_sr_fraction,0,
final_timing,number_of_unconstrained_endpoints,45,
final_timing,setup-violations-final,0,
routing,via_per_inst,5.02,
run,maxCapViolCount,0,
floorplan,floorplan.die.width,78.6,um
final_timing,worst_pin_slew,0.522,ns
critical_path,regToRegStartpoint,"BDG.Counter[14]",
grt,global_route.overflow_total,0,
clock_network,cts_htree_levels,2,
synth,postSynthCellCount,206,
clock_network,numCtsBuffers,5,
run,tool_warnings,34,
clock_network,root_buffer,"sky130_fd_sc_hd__clkbuf_8",
## cell type report
| class | count | area share |
|---|---|---|
| Timing Repair Buffer | 22 | 0.0765 |
| Sequential cell | 58 | 0.494 |
| Multi-Input combinational cell | 140 | 0.361 |
| Tap cell | 72 | 0.0332 |
| Inverter | 4 | 0.00553 |
| Clock buffer | 5 | 0.0254 |
| Clock inverter | 2 | 0.00461 |
## critical path, delay by kind of cell (launching register included)
family | cells | cell delay, ns
buf+inv | 2 | 0.76
flops | 1 | 0.35
simple gates | 3 | 1.19
## report_power, final
| part | total (mW) | switching [mW] | internal [mW] |
|---|---|---|---|
| Clock | 0.177 | 0.0944 | 0.0828 |
| Combinational | 0.00564 | 0.00107 | 0.00457 |
| Sequential | 0.279 | 0 | 0.279 |
| Total | 0.462 | 0.0955 | 0.367 |
## state kept, by name, summed over array words and instances (netlist names)
register	cells
BDG.Counter	32
Receiver.dadoASerEscritoNoBanco	8
Receiver.dadoLido	8
Receiver.bitAtual	5
Receiver.contadorTicks	4
Receiver.rxFim	1
## per-stage QoR
| stage | power (mW) | utilization | instance area, um^2 | hold slack [ns] | setup WS [ns] |
|---|---|---|---|---|---|
| after global placement | 0.292 | 0.472 | 2630 | 0.416 | 2.28 |
| after CTS | 0.470 | 0.487 | 2710 | 0.439 | 1.94 |
| after global routing | 0.485 | 0.487 | 2710 | 0.459 | 1.85 |
| final | 0.462 | 0.487 | 2710 | 0.439 | 1.97 |
| after detailed placement | 0.292 | 0.472 | 2630 | 0.423 | 2.28 |
| after floorplan | 0.287 | - | 2350 | 0.401 | 2.81 |
## per-layer routing
layer / vias to the layer above / wire (um) / track usage
li1: 799 / - / -
met1: 697 / 1900 / 0.216
met2: 18 / 1550 / 0.208
met3: 6 / 81 / 0.0236
met4: 0 / 74 / 0.0204
met5: - / 0 / 0
## layout by cell type (no fill, tap or decap), types with 2 or more instances in the layout
| cell | instances |
|---|---|
| sky130_fd_sc_hd__dfxtp_1 | 40 |
| sky130_fd_sc_hd__xnor2_1 | 28 |
| sky130_fd_sc_hd__edfxtp_1 | 18 |
| sky130_fd_sc_hd__clkdlybuf4s50_1 | 17 |
| sky130_fd_sc_hd__nand4_1 | 16 |
| sky130_fd_sc_hd__nor2_1 | 12 |
| sky130_fd_sc_hd__nand3_1 | 12 |
| sky130_fd_sc_hd__nand2_1 | 11 |
| sky130_fd_sc_hd__and3_1 | 6 |
| sky130_fd_sc_hd__nor4_1 | 6 |
| sky130_fd_sc_hd__xor2_1 | 5 |
| sky130_fd_sc_hd__clkbuf_8 | 5 |
| sky130_fd_sc_hd__buf_4 | 5 |
| sky130_fd_sc_hd__inv_1 | 4 |
| sky130_fd_sc_hd__nor3_1 | 4 |
| sky130_fd_sc_hd__ha_1 | 4 |
| sky130_fd_sc_hd__nand2b_1 | 3 |
| sky130_fd_sc_hd__nor4b_1 | 3 |
| sky130_fd_sc_hd__o21ai_0 | 3 |
| sky130_fd_sc_hd__and2_1 | 3 |
| sky130_fd_sc_hd__a2111oi_0 | 3 |
| sky130_fd_sc_hd__a21oi_1 | 2 |
| sky130_fd_sc_hd__mux2_2 | 2 |
| sky130_fd_sc_hd__nor2b_1 | 2 |
| sky130_fd_sc_hd__nor4_2 | 2 |
## how the worst min path moves through the flow
stage                           from        endpoint  slack [ns]  cells after the start
final                 BDG.Counter[0]  BDG.Counter[0]        0.44                      1
after global routing  BDG.Counter[0]  BDG.Counter[0]        0.46                      1
after CTS             BDG.Counter[0]  BDG.Counter[0]        0.44                      1
## logic make-up after synthesis
kind of cell               share of synthesized area
DFF                                            0.571
adders and majority gates                     0.0213
AOI/OAI and AO/OA                             0.0399
muxes                                        0.00958
buffers and inverters                         0.0128
xor gates and xnor gates                       0.123
and+or+nand+nor                                0.223
Power is estimated from default activity; no workload was simulated.
