==> flow/design.v <==
module BaudRateGenerator(
    input Clk, Reset,
	 input [31:0] BaudRate,
    output Tick
);
	reg [31:0] Counter;  
	wire [31:0] Rate;  
	BaudRateDivisor BRD(.HzClock(32'd50000000), .BaudRate(BaudRate), .Rate(Rate));
	always @(posedge Clk or negedge Reset)
	begin
		if (!Reset)
		begin
			Counter <= 32'd1;
		end
		else if (Tick)
		begin
			Counter <= 32'd1;
		end
		else Counter <= Counter + 32'd1;
	end
	assign Tick = (Counter == Rate);
endmodule
module BaudRateDivisor(
	input [31:0] HzClock, BaudRate,
	output wire [31:0] Rate
);
	assign Rate = HzClock / (16 * BaudRate);
endmodule
module TX(Clk,tick,opcode,Data,TxDone,Tx);
input Clk,tick;
input [5:0] opcode;
input [7:0] Data;
output reg Tx;
output reg TxDone;
wire [3:0] NBits;
assign NBits = 4'b1000;	 
reg startBit = 1'b1;
reg stopBit = 1'b0;
reg [3:0] contadorTicks = 4'b0000;
reg [7:0] Txdata=8'b00000000;
reg[4:0] bitAtual = 5'b00000;		
always @ (posedge tick)
begin
	if(opcode != 32'd41)  
	begin
		startBit = 1'b1;
		stopBit = 1'b0;
		Tx = 1'b1;
		contadorTicks =4'b0000;
		bitAtual = 5'b00000;
		TxDone= 1'b1;
	end
	if(opcode == 32'd41)
	begin
		contadorTicks = contadorTicks + 1'b1;
		if(startBit & !stopBit)
		begin
			Tx = 1'b0;  
			TxDone = 1'b0;
			Txdata = Data;  
		end
		if ((contadorTicks == 4'b1111) & (startBit) )  
		begin
			startBit = 1'b0;
			Txdata = {1'b0,Txdata[7:1]};
			Tx = Txdata[0];
			contadorTicks = 4'b0000; 
		end
		if ((contadorTicks == 4'b1111) & (!startBit) & (bitAtual < (NBits - 1)))  
		begin
			Txdata = {1'b0,Txdata[7:1]};
			bitAtual =bitAtual+1;
			Tx = Txdata[0];
			startBit = 1'b0;
			contadorTicks = 4'b0000;
		end
		if ((contadorTicks == 4'b1111) & (bitAtual == NBits-1) & (!stopBit))	 
		begin
			Tx = 1'b1;	
			contadorTicks = 4'b0000;	
			stopBit = 1'b1;
		end
		if ((contadorTicks == 4'b1111) & (bitAtual == NBits-1) & (stopBit) )	 
		begin
			bitAtual = 5'b00000;
			TxDone = 1'b1;
			contadorTicks = 4'b0000;
			startBit =1'b1;
			stopBit = 1'b0;
			Tx = 1'b1;
		end
	end
end
endmodule
module UART_teste_TX(input Clk,
							input [5:0] Opcode,
							input [7:0] Data_send,	
							output wire Tx,tick,
							output wire TxDone  
);
	parameter BaudRate = 32'd115200;
	wire Rst_n;
	TX Transmitter(.Clk(Clk), .tick(tick),.opcode(Opcode),.Data(Data_send),.TxDone(TxDone),.Tx(Tx));
	BaudRateGenerator BDG(.Clk(Clk), .Reset(1), .BaudRate(BaudRate), .Tick(tick));
endmodule
==> flow/run.sh <==
#!/bin/bash
# OpenROAD 26Q1-2900-gdf79404cd8, Yosys 0.63+post, stock flow scripts
make -C /OpenROAD-flow-scripts/flow DESIGN_CONFIG=/design/flow/config.mk WORK_HOME=/design/flow/orfs finish
==> flow/config.mk <==
export PLATFORM = sky130hd
export DESIGN_NAME = UART_teste_TX
export DESIGN_NICKNAME = UART_teste_TX
export VERILOG_FILES = /design/flow/design.v
export SDC_FILE = /design/flow/constraint.sdc
export NUM_CORES = 4
export LEC_CHECK = 1
export CORE_UTILIZATION = 50
==> flow/constraint.sdc <==
current_design UART_teste_TX

set clk_period 4.3
set clk_io_pct 0.2

create_clock -name clk0 -period $clk_period [get_ports {Clk}]

set non_clock_inputs [all_inputs -no_clocks]
set_input_delay [expr $clk_period * $clk_io_pct] -clock clk0 $non_clock_inputs
set_output_delay [expr $clk_period * $clk_io_pct] -clock clk0 [all_outputs]
==> results.sh <==
# yosys + openroad results
export IMPL_outcome="finished clean"
export IMPL_max_stage_delay_ns=0.50
export IMPL_setup_violations=0
export IMPL_synthAdderAreaFrac_pct=2.01
export IMPL_antenna_found_initial=0
export IMPL_fill_cells=443
export IMPL_hold_violations=0
export IMPL_edf_count=7
export IMPL_first_iter_violations=54
export IMPL_untimed_endpoints=29
export IMPL_lay_top_count="dfxtp_1"
export IMPL_grt_max_degree=26
export IMPL_synthMuxAreaShare_pct=3.31
export IMPL_layout_top_cells="dfxtp_1 (45), nand2_1 (23), xnor2_1 (23)"
export IMPL_endpoint_kind="primary output"
export IMPL_ir_drop_v=0.000244
export IMPL_core_area_um2=4750
export IMPL_syn_avg_cell_area_um2=9.75
export IMPL_dp_hpwl_um=3180
export IMPL_drcViolationCount=0
export IMPL_xor_area_share_pct=11.2
export IMPL_first_pass_iters=4
export IMPL_clock_latency_late_pin_ns=0.27
export IMPL_initCoreUtil_pct=52.5
export IMPL_fin_crit_ns=3.04
export IMPL_place_ws_ns=1.51
export IMPL_syn_inst=256
export IMPL_antennaDiodeCount=0
export IMPL_numSynthFlops=52
export IMPL_relSlewSlack_pct=66.6
export IMPL_cts_buffer_depth=2
export IMPL_vias=1842
export IMPL_postCtsHoldBufs=0
export IMPL_drive_gt1_share_pct=8.33
export IMPL_slew_violations=0
export IMPL_clkTransAtPathRegs_ns=0.06
export IMPL_gr_usage_all_layers_pct=18.3
export IMPL_fp_row_count=25
export IMPL_tns_ns=0
export IMPL_p_sw_share_pct=19.3
export IMPL_top_logic_kind="simple AND/OR/NAND/NOR gates"
export IMPL_ys_cells=256
export IMPL_rsz0062_at_grt="no"
export IMPL_cts_max_level=2
export IMPL_cts_buffers_inserted=5
export IMPL_worst_r2r_path_depth=7
export IMPL_required_ns=3.44
export IMPL_unclocked_pins=20
export IMPL_place_gp_congestion=0.840
export IMPL_area_delta_synth_final_pct=12.3
export IMPL_die_height_um=72.6
export IMPL_die_area_um2=5280
export IMPL_worst_ep_arrival_time_ns=2.18
export IMPL_p_comb_share_pct=4.4
export IMPL_p_switching_w=0.000106
export IMPL_ff_type="dfxtp_1"
export IMPL_hp_class="flip-flop to flip-flop"
export IMPL_grt_overflow=0
export IMPL_io_pins=18
export IMPL_fin_util_pct=58.9
export IMPL_port_buffer_count=16
export IMPL_cts_tree="yes"
export IMPL_ys_seq_share_pct=44.5
export IMPL_synthArstFlopShare_pct=0
export IMPL_leakagePower_nw=1.00
export IMPL_start_kind="flip-flop"
export IMPL_timing_rr_end="BDG.Counter[26]$_SDFF_PP0_"
export IMPL_ys_sh_simple_pct=27.7
export IMPL_crit_type="flip-flop to primary output"
export IMPL_final_setup_skew_ns=0.00375
export IMPL_cp_max_fo=25
export IMPL_cts_root_buf="clkbuf_8"
export IMPL_crit_start="BDG.Counter[0]$_SDFF_PP1_"
export IMPL_ys_area_um2=2490
export IMPL_post_route_period_util_pct=70.6
export IMPL_intPower_w=0.000444
export IMPL_crit_slowest_cell="clkdlybuf4s50_1"
export IMPL_cts_resized_gates=0
export IMPL_fmax_ghz=0.329
export IMPL_ys_warn_count=3
export IMPL_drv_cap=0
export IMPL_viasPerCell=5.37
export IMPL_grt_pass1_wl_um=7440
export IMPL_warning_count=28
export IMPL_reg2reg_slack_ns=2.43
export IMPL_pwr_share_seq_pct=54.2
export IMPL_post_cts_buffers=0
export IMPL_ys_sh_aoi_pct=9.03
export IMPL_crit_chain="ha_1 -> nor4b_1 -> nand4_1 -> nor2_1 -> buf_4 -> clkdlybuf4s50_1"
export IMPL_syn_area_um2=2490
export IMPL_critPathCapture="tick"
export IMPL_clockPowerShare_pct=41.4
export IMPL_worst_pin_slew_ns=0.501
export IMPL_grt_pass1_vias=1727
export IMPL_post_drt_wl_per_cell_um=12.6
export IMPL_die_w_um=72.6
export IMPL_worst_slack_ns=1.26
export IMPL_ant_nets=0
export IMPL_r2r_start="BDG.Counter[0]$_SDFF_PP1_"
export IMPL_synth_cell_types=49
export IMPL_drt_wl_total_um=4310
export IMPL_p_per_area_nw_per_um2=196
-- per-stage QoR --
| stage | instance area (um^2) | power, W | cells | hold WS, ns |
|---|---|---|---|---|
| 6_report | 2800 | 0.000550 | 343 | 0.420 |
| 5_1_grt | 2800 | 0.000574 | 343 | 0.458 |
| 4_1_cts | 2800 | 0.000559 | 343 | 0.428 |
| 2_1_floorplan | 2490 | 0.000315 | 256 | 0.386 |
| 3_5_place_dp | 2710 | 0.000329 | 335 | 0.412 |
| 3_3_place_gp | 2710 | 0.000329 | 335 | 0.404 |
-- routing by layer --
metal / GRT usage, % / wire, um / vias up
li1: - / - / 965
met1: 25.5 / 2050 / 855
met2: 32.9 / 2110 / 17
met3: 1.68 / 84 / 5
met4: 2.18 / 62 / 0
met5: 0 / 0 / -
-- kinds of logic (layout without fill, tap and decap cells) --
kind of cell,Yosys count,in the layout
compound gates,31,31
mux,8,8
xor+xnor,32,32
simple gates,119,119
fa+ha+maj,4,4
buf+inv,10,30
flops,52,52
-- registers in the layout, indices dropped and copies added (netlist names) --
name and flops:
Transmitter.Tx 1, Transmitter.startBit 1, Transmitter.bitAtual 5, Transmitter.Txdata 7
Transmitter.stopBit 1, Transmitter.TxDone 1, Transmitter.contadorTicks 4, BDG.Counter 32
-- Yosys cell counts (3+ instances only) --
| cell type | instances | share of area [%] |
|---|---|---|
| and3_1 | 11 | 2.8 |
| a21oi_1 | 3 | 0.60 |
| mux2i_1 | 6 | 2.4 |
| edfxtp_1 | 7 | 8.4 |
| xnor2_1 | 23 | 8.1 |
| nand3_1 | 17 | 3.4 |
| nor2_1 | 19 | 2.9 |
| a211oi_1 | 5 | 1.5 |
| o21ai_0 | 9 | 1.8 |
| xor2_1 | 9 | 3.2 |
| nand4_1 | 6 | 1.5 |
| nor3_1 | 9 | 1.8 |
| ha_1 | 4 | 2.0 |
| nor4_1 | 7 | 1.8 |
| and2_1 | 4 | 1.0 |
| and4_1 | 3 | 1.1 |
| a22oi_1 | 4 | 1.2 |
| dfxtp_1 | 45 | 36 |
| inv_1 | 5 | 0.75 |
| nand2_1 | 23 | 3.5 |
-- final cells by class --
class / count / area (um^2) / share of cell area [%]
Timing Repair Buffer: 17 / 168 / 5.98
Sequential cell: 52 / 1110 / 39.7
Tap cell: 67 / 83.8 / 2.99
Multi-Input combinational cell: 194 / 1330 / 47.5
Inverter: 5 / 18.8 / 0.670
Clock buffer: 8 / 90.1 / 3.22
-- how the worst min path moves through the flow --
stage,startpoint,end,slack (ns),depth (start not counted)
after CTS,BDG.Counter[0]$_SDFF_PP1_,BDG.Counter[0]$_SDFF_PP1_,0.43,1
after global routing,BDG.Counter[0]$_SDFF_PP1_,BDG.Counter[0]$_SDFF_PP1_,0.46,1
final,BDG.Counter[0]$_SDFF_PP1_,BDG.Counter[0]$_SDFF_PP1_,0.42,1
-- power by group through the flow --
stage                  logic, W  clock network [W]  registers [W]
final                 0.0000243           0.000227       0.000298
after global routing  0.0000270           0.000249       0.000298
after CTS             0.0000247           0.000237       0.000298
-- critical path, delay by kind of cell, from the launching register on --
kind / cells / cell delay (ns)
buffers and inverters: 2 / 0.76
and+or+nand+nor: 3 / 0.56
DFF: 1 / 0.35
adders and majority gates: 1 / 0.22
Power and IR drop assume default switching activity.
